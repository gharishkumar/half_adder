## design/flow/config.mk

```make
export PLATFORM = sky130hd
export DESIGN_NAME = half_adder_axi_master_slave
export DESIGN_NICKNAME = half_adder_axi_master_slave
export VERILOG_FILES = /design/flow/design.v
export SDC_FILE = /design/flow/constraint.sdc
export NUM_CORES = 4
export LEC_CHECK = 1
export CORE_AREA = 10 10 80 80
export DIE_AREA = 0 0 90 90
```

## design/flow/design.v

```verilog
module half_adder_axi_master_slave (
    input wire clk,
    input wire reset,
    input wire s_a_tvalid,       
    input wire s_a_tdata,        
    output reg s_a_tready,       
    input wire s_b_tvalid,       
    input wire s_b_tdata,        
    output reg s_b_tready,       
    output reg m_sum_tvalid,     
    output reg m_sum_tdata,      
    input wire m_sum_tready,     
    output reg m_carry_tvalid,   
    output reg m_carry_tdata,    
    input wire m_carry_tready    
);
    parameter IDLE                    = 3'b000;
    parameter WAITING_FOR_B_VALID     = 3'b001;
    parameter WAITING_FOR_A_VALID     = 3'b010;
    parameter PROCESS                 = 3'b011;
    parameter WAITING_FOR_SUM_READY   = 3'b100;
    parameter WAITING_FOR_CARRY_READY = 3'b101;
    parameter DONE                    = 3'b110;
    reg [2:0] current_state;
    reg a_reg, b_reg;
    always @(posedge clk or posedge reset) begin
        if (reset) begin
            current_state <= IDLE;
            s_a_tready <= 1'b0;
            s_b_tready <= 1'b0;
            m_sum_tvalid <= 1'b0;
            m_carry_tvalid <= 1'b0;
            a_reg <= 1'b0;
            b_reg <= 1'b0;
        end else begin
            case (current_state)
                IDLE: begin
                    case ({s_a_tvalid, s_b_tvalid})
                            2'b00 : begin
                                current_state <= IDLE;
                                s_a_tready <= 1'b0;
                                s_b_tready <= 1'b0;
                            end
                            2'b01 : begin
                                current_state <= WAITING_FOR_A_VALID;
                                b_reg <= s_b_tdata;
                                s_b_tready <= 1'b1;
                            end
                            2'b10 : begin
                                current_state <= WAITING_FOR_B_VALID;
                                a_reg <= s_a_tdata;
                                s_a_tready <= 1'b1;
                            end
                            2'b11 : begin
                                current_state <= PROCESS;
                                a_reg <= s_a_tdata;
                                b_reg <= s_b_tdata;
                                s_a_tready <= 1'b1;
                                s_b_tready <= 1'b1;
                            end
                        default: begin
                            current_state <= IDLE;
                        end
                    endcase
                end
                WAITING_FOR_A_VALID : begin
                    if (s_a_tvalid == 1'b1) begin
                        current_state <= PROCESS;
                        a_reg <= s_a_tdata;
                        s_a_tready <= 1'b1;
                    end
                end
                WAITING_FOR_B_VALID : begin
                    if (s_b_tvalid == 1'b1) begin
                        current_state <= PROCESS;
                        b_reg <= s_b_tdata;
                        s_b_tready <= 1'b1;
                    end
                end
                PROCESS: begin
                    s_a_tready <= 1'b0;  
                    s_b_tready <= 1'b0;  
                    m_sum_tdata <= a_reg ^ b_reg;  
                    m_carry_tdata <= a_reg & b_reg;  
                    m_carry_tvalid <= 1'b1;  
                    m_sum_tvalid <= 1'b1;  
                    current_state <= DONE;
                end
                DONE: begin
                    case ({m_sum_tready, m_carry_tready})
                        2'b00: begin
                            current_state <= DONE;
                        end
                        2'b01: begin
                            m_carry_tvalid <= 1'b0;  
                            current_state <= WAITING_FOR_SUM_READY;
                        end
                        2'b10: begin
                            m_sum_tvalid <= 1'b0;  
                            current_state <= WAITING_FOR_CARRY_READY;
                        end
                        2'b11: begin
                            m_carry_tvalid <= 1'b0;  
                            m_sum_tvalid <= 1'b0;  
                            current_state <= IDLE;
                        end
                        default: begin
                            current_state <= DONE;
                        end
                    endcase
                end
                WAITING_FOR_CARRY_READY : begin
                    if (m_carry_tready == 1'b1) begin
                        m_carry_tvalid <= 1'b0;  
                        current_state <= IDLE;
                    end
                end
                WAITING_FOR_SUM_READY : begin
                    if (m_sum_tready == 1'b1) begin
                        m_sum_tvalid <= 1'b0;  
                        current_state <= IDLE;
                    end
                end
                default: begin
                    current_state <= IDLE;
                end
            endcase
        end
    end
endmodule
```

## design/flow/run.sh

```bash
#!/bin/bash
# OpenROAD 26Q1-2900-gdf79404cd8, Yosys 0.63+post, stock flow scripts
make -C /OpenROAD-flow-scripts/flow DESIGN_CONFIG=/design/flow/config.mk WORK_HOME=/design/flow/orfs finish
```

## design/flow/constraint.sdc

```tcl
current_design half_adder_axi_master_slave

set clk_period 1.7
set clk_io_pct 0.2

create_clock -name clk0 -period $clk_period [get_ports {clk}]

set non_clock_inputs [all_inputs -no_clocks]
set_input_delay [expr $clk_period * $clk_io_pct] -clock clk0 $non_clock_inputs
set_output_delay [expr $clk_period * $clk_io_pct] -clock clk0 [all_outputs]
```

==> impl_metrics.ini <==
; physical design summary
[setup_path]
worstPathArrival_ps = 1090
critPathLaunchType = flop
cp_max_fo = 4
path_delay_family = buffers and inverters
worstSetupPathType = flop to output pin
slowest_delay_ps = 480
required_ps = 1360
worst-path-buf-inv = 1
path_cells = clkdlybuf4s50_1
slowest_stage = clkdlybuf4s50_1
worstSetupEndpointType = output pin

[synthesis]
ys_cells = 52
netlist_instances = 52
ys_chip_area_sq_um = 644
edf_count = 2
postSynthAreaPerCell_sq_um = 12.4
postSynthSeqShare_pct = 60.0
synth_flops = 15
syn_area_sq_um = 644
synth.distinct_cells = 24
yosys_warnings = 1
flop_cell = dfrtp_1
ys_async_sr_fraction_pct = 86.7

[pwr]
leakage_nw = 0.381
power_density_nw_per_um2 = 760
ir_drop_uv = 290

[final_timing]
period_minus_slack_ps = 1430
timing.hold.ws_ps = 452
drv_slew = 0
tightest_slew_ps = 492
finalSetupViolCount = 0
tns_ps = 0
timing_hold_violations_final = 0
rsz0062_at_grt = false
fin_crit_sh_pct = 84.3
worst_clock_skew_ps = 0.411
relSlewSlack_pct = 67.2
max_clock_freq_mhz = 698

[die]
pin_count = 14
chipArea_sq_um = 8100
core_sq_um = 4720
fp.dieW_microns = 90
rows = 25
fp.dieH_microns = 90
core_util_floorplan_pct = 13.6

[clocking]
clock-sinks = 15
cts_resized = 0
cts_setup_buffers = 0
clockBufferDepth = 2
cts_buffers = 3
holdBufCountCts = 0
path_clk_slew_ps = 60
cts_tree = built
cts_htree_levels = 1
root_buffer = clkbuf_8
insertion_delay_ps = 240

[job]
warning_count = 25
cap_violations = 0

[cells_and_area]
drive_above_1_share_pct = 11.9
top_register = current_state
area_growth_pct = 37.3
largest_reg_flops = 7
nFillCells = 505

[global_routing]
grt_pass1_vias = 423
groute.usage.overall_pct = 3.29
grt_overflow_total = 0
grt_antenna_before_repair = 0
grt_max_degree = 14
grt_first_pass_wirelength_microns = 2170

[drt]
wire_per_inst_microns = 9.89
avgViaCountPerCell = 3.28
diodes = 0
drc_errors = 0
drt-initial-drc-count = 23
dr.pass1.iters = 4
wl_microns = 1330
vias = 439
ant_nets = 0

[min_path]
hold_path.class = primary input to async pin

[placement]
place_congestion = 0.731
post-dp-hpwl_microns = 1040
portBuffers = 13

[status]
status = finished, final reports clean
Yosys cell counts, types with 2 or more instances:
cell      count  share of area (%)
a21o_1        2                2.3
a21oi_1       3                2.3
dfrtp_1      12                 47
edfxtp_1      2                9.3
inv_1         3                1.7
mux2i_1       3                4.7
nor2_1        6                3.5
nor2b_1       2                1.9
o21ai_0       3                2.3
o21ai_2       2                2.7
per-stage QoR:
step | power (mW) | instance area, sq um | worst slack [ps] | util (%) | cells
floorplan | 0.381 | 644 | 619 | - | 52
global placement | 0.402 | 840 | 218 | 17.8 | 130
detailed placement | 0.403 | 840 | 206 | 17.8 | 130
CTS | 0.679 | 885 | 241 | 18.7 | 134
global route | 0.703 | 885 | 195 | 18.7 | 134
finish | 0.672 | 885 | 267 | 18.7 | 134
logic make-up after synthesis:
family | after synthesis | share of synthesized area, %
AND-OR/OR-AND | 15 | 16.1
flip-flops | 15 | 60.0
AND/OR/NAND/NOR | 11 | 8.54
buffers and inverters | 5 | 4.66
multiplexers | 5 | 8.74
adder cells (fa/ha/maj) | 1 | 1.94
routing by layer:
| layer | vias up | part of all wire, % | GRT usage, % |
|---|---|---|---|
| li1 | 216 | - | - |
| met1 | 209 | 47 | 3.88 |
| met2 | 12 | 44 | 5.02 |
| met3 | 2 | 7.8 | 2.26 |
| met4 | 0 | 0.98 | 0.265 |
| met5 | - | 0 | 0 |
worst paths after layout:
kind                                   from               end  slack (ps)  cells after the start
max in group asynchronous             reset  current_state[0]         900                      2
setup / recovery                 s_b_tready        s_b_tready         270                      1
min in group clk0          current_state[1]      m_sum_tvalid         500                      1
hold reg to reg            current_state[1]      m_sum_tvalid         500                      1
setup reg to reg           current_state[0]             b_reg         590                      2
hold / removal                        reset    m_carry_tvalid         450                      2
power breakdown:
group,internal [mW],total [mW],switching (mW)
sequential,0.363,0.363,0
combinational,0.0164,0.0328,0.0164
clock,0.165,0.276,0.111
placed cells by master (no fill, tap or decap), drive strengths merged:
cell type,synthesis,layout
a21o,2,2
nand4b,1,1
o211ai,1,1
o32ai,1,1
mux2,2,2
nor2,6,6
o21ai,5,5
dfrtp,12,12
dfstp,1,1
a21oi,3,3
o22ai,1,1
edfxtp,2,2
nand2,1,1
mux2i,3,3
a221o,1,1
clkdlybuf4s50,0,13
clkbuf,0,4
nor2b,2,2
nor3b,1,1
inv,3,3
a22o,1,1
ha,1,1
layout make-up:
class | count | area, sq um | area share [%]
clock buffer | 4 | 45.0 | 5.09
sequential | 15 | 387 | 43.7
timing repair buffer | 13 | 130 | 14.7
tap | 67 | 83.8 | 9.48
multi-input combinational | 32 | 228 | 25.7
inverter | 3 | 11.3 | 1.27
Power and IR drop assume default switching activity.
